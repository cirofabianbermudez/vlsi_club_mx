==> design/flow/design.v <==
module debouncer #(
    parameter int ClkFreq    = 100_000_000,
    parameter int StableTime = 10
) (
    input  logic clk_i,
    input  logic rst_i,
    input  logic sw_i,
    output logic db_level_o,
    output logic db_tick_o
);
  logic ff1, ff2, ff3, ff4;
  logic ena_cnt, clear_cnt;
  always_ff @(posedge clk_i, posedge rst_i) begin
    if (rst_i) begin
      ff1 <= 'd0;
      ff2 <= 'd0;
    end else begin
      ff1 <= sw_i;
      ff2 <= ff1;
    end
  end
  assign clear_cnt = ff1 ^ ff2;
  localparam int CounterMax = ClkFreq * StableTime / 1_000_000;
  localparam int CounterWidth = $clog2(CounterMax);
  logic [CounterWidth-1:0] cnt;
  always_ff @(posedge clk_i, posedge rst_i) begin
    if (rst_i) begin
      cnt <= 'd0;
    end else begin
      if (clear_cnt) begin
        cnt <= 'd0;
      end else if (~ena_cnt) begin
        cnt <= cnt + 1'b1;
      end
    end
  end
  assign ena_cnt = (cnt == CounterMax[CounterWidth-1:0] - 1) ? 1'b1 : 1'b0;
  always_ff @(posedge clk_i, posedge rst_i) begin
    if (rst_i) begin
      ff3 <= 'd0;
    end else if (ena_cnt) begin
      ff3 <= ff2;
    end
  end
  assign db_level_o = ff3;
  always_ff @(posedge clk_i, posedge rst_i) begin
    if (rst_i) begin
      ff4 <= 'd0;
    end else if (ena_cnt) begin
      ff4 <= ~ff3 & ff2;
    end
  end
  assign db_tick_o = ff4;
endmodule
==> design/flow/run.sh <==
#!/bin/bash
# OpenROAD 26Q1-2900-gdf79404cd8, Yosys 0.63+post, stock flow scripts
make -C /OpenROAD-flow-scripts/flow DESIGN_CONFIG=/design/flow/config.mk WORK_HOME=/design/flow/orfs finish
==> design/flow/config.mk <==
export PLATFORM = sky130hd
export DESIGN_NAME = debouncer
export DESIGN_NICKNAME = debouncer
export VERILOG_FILES = /design/flow/design.v
export SDC_FILE = /design/flow/constraint.sdc
export NUM_CORES = 4
export LEC_CHECK = 1
export CORE_AREA = 10 10 78 78
export DIE_AREA = 0 0 88 88
==> design/flow/constraint.sdc <==
current_design debouncer

set clk_period 2.1
set clk_io_pct 0.2

create_clock -name clk0 -period $clk_period [get_ports {clk_i}]

set non_clock_inputs [all_inputs -no_clocks]
set_input_delay [expr $clk_period * $clk_io_pct] -clock clk0 $non_clock_inputs
set_output_delay [expr $clk_period * $clk_io_pct] -clock clk0 [all_outputs]
==> results.py <==
# Physical implementation metrics
metrics = {
    "global_route": {
        "grt_pass1_vias": 430,
        "antenna_found_initial": 0,
        "gr-total-overflow": 0,
        "grt_pass1_wl_um": 1940,
        "grtUsageTotal_pct": 2.94,
        "grt_max_degree": 15,
    },
    "detailed_routing": {
        "wl_per_cell_um": 9.53,
        "wl_um": 1150,
        "drtIter0Drc": 10,
        "vias": 469,
        "vias_per_cell": 3.88,
        "dr.pass1.iters": 4,
        "diodes": 0,
        "drc": 0,
        "antenna_left": 0,
    },
    "hold_path": {
        "holdPathStages": 0,
        "hp-class": "register to register",
        "min_from": "ff1",
        "worstHoldEndpoint": "ff2",
    },
    "floorplan": {
        "die_h_um": 88,
        "io_pins": 5,
        "fp_util_pct": 15.0,
        "rows": 24,
        "die-area_um2": 7740,
        "die_w_um": 88,
        "core_um2": 4410,
    },
    "placed_design": {
        "post_dp_cell_area_um2": 768,
        "portBuffers": 4,
        "hpwl_um": 819,
        "place.gp.congestion": 0.805,
        "place_ws_ns": 0.448,
    },
    "sta": {
        "relSlewSlack_pct": 61.8,
        "clock_skew_ns": 0.00136,
        "worst_slack_ns": 0.432,
        "fmax_mhz": 600,
        "finalSetupViolations": 0,
        "tightest_slew_ns": 0.572,
        "finalClockPeriodUsage_pct": 79.4,
        "min_period_ns": 1.67,
        "rsz0062_at_grt": "no",
        "hold_viol_final": 0,
        "tns_ns": 0,
        "finalMaxSlewViolations": 0,
    },
    "final_layout": {
        "fin_util_pct": 18.7,
        "fin_area_um2": 823,
        "nFillCells": 466,
        "comb_area_um2": 305,
        "drive_gt1_share_pct": 13.0,
        "seqCellArea_um2": 350,
        "syn_to_final_growth_pct": 24.2,
    },
    "setup_path": {
        "worst_r2r_path_depth": 4,
        "critPathTopFamily": "simple AND/OR/NAND/NOR gates",
        "reg2reg_from": "cnt[0]",
        "r2r-end": "ff3",
        "worstPathCellList": "ha_1 -> nand2_1 -> nor4_4 -> mux2_2",
        "crit_type": "register to register",
        "critPathBufInv": 0,
        "cp.arrival_ns": 1.79,
        "required_ns": 2.23,
        "worst-r2r-setup-slack_ns": 0.43,
        "cp-start-kind": "register",
        "slowest_delay_ns": 0.44,
        "path_max_fanout": 6,
        "slowest_stage": "nor4_4",
        "crit_path_end_kind": "register",
    },
    "run": {
        "cap_violations": 0,
        "warnings": 25,
    },
    "pwr": {
        "seqPwrFrac_pct": 49.8,
        "sw_frac_of_total_pct": 21.2,
        "combPwrFrac_pct": 6.8,
        "p_total_mw": 0.588,
        "ir_worst_vdd_mv": 0.467,
        "p_per_area_nw_per_um2": 715,
        "p_leak_nw": 0.316,
        "p_int_mw": 0.463,
        "p_switching_mw": 0.125,
        "clkPwrFrac_pct": 43.4,
    },
    "yosys": {
        "yosys_area_um2": 663,
        "edf_count": 0,
        "syn_inst": 61,
        "ys_seq_share_pct": 52.8,
        "top_area_share_pct": 52.8,
        "ys_warn_count": 1,
        "synth_area_um2": 663,
        "synth.distinct_cells": 23,
        "area_leaders": "dfrtp_1 53%, a21oi_1 3.8%, mux2_2 3.4%",
        "synthTopCellsByCount": "14 x dfrtp_1, 6 x nand2_1, 5 x a21oi_1",
        "yosysCellCount": 61,
        "yosysTopAreaCell": "dfrtp_1",
        "post-synth-top-count-cell": "dfrtp_1",
        "synth.avg_cell_area_um2": 10.9,
        "ys_ff": 14,
        "async_reset_ff_share_pct": 100,
        "ff_type": "dfrtp_1",
    },
    "clocking": {
        "worstSkewPairLatency_ns": 0.24,
        "cts_root_buffer": "clkbuf_8",
        "cts_tree": "built",
        "cts_max_path_buffers": 2,
        "hold_buffers": 0,
        "cts_buffers": 3,
        "postCtsSetupBuffers": 0,
        "clkSlewWorstSetupHoldPaths_ns": 0.05,
        "cts_sinks": 14,
        "cts-resized-gates": 0,
        "htree_num_levels": 1,
    },
    "run_status": {
        "status": "finished clean",
    },
}
[cell type report]
type | count | share of cell area, %
inverters | 2 | 0.912
repair buffers | 4 | 4.86
flip-flops and latches | 14 | 42.6
clock buffers | 4 | 6.69
multi-input cells | 45 | 37.1
well taps | 52 | 7.90
[power by group through the flow]
stage | Clock (mW) | Combinational [mW] | Sequential, mW
after CTS | 0.261 | 0.0406 | 0.292
after global routing | 0.279 | 0.0473 | 0.295
final | 0.255 | 0.0400 | 0.293
[worst register-to-register path: cells and delay by family, from the launching register on]
family                   cells  cell delay (ns)
adder cells (fa/ha/maj)      1             0.23
AND/OR/NAND/NOR              2             0.56
flip-flops                   1             0.38
multiplexers                 1             0.38
[state kept, by name, indices dropped and copies added (netlist names)]
signal / count
cnt: 10
ff1: 1
ff2: 1
ff3: 1
ff4: 1
[per-layer routing]
layer	global-route usage (%)	part of all wire, %
met1	4.00	49
met2	4.37	46
met3	0.842	3.7
met4	1.01	1.6
met5	0	0
[metrics by stage]
step           std cells  hold WS [ns]
4_1_cts              121         0.441
5_1_grt              121         0.464
2_1_floorplan         61         0.309
3_5_place_dp         117         0.428
3_3_place_gp         117         0.426
6_report             121         0.440
[cells in the final DEF, fill, tap and decap left out, types with 2 or more instances in the layout]
| cell type | Yosys | routed |
|---|---|---|
| clkbuf_8 | 0 | 4 |
| o21ai_0 | 4 | 4 |
| o31ai_1 | 2 | 2 |
| clkdlybuf4s50_1 | 0 | 4 |
| xor2_1 | 2 | 2 |
| or4_1 | 2 | 2 |
| nor2_1 | 3 | 3 |
| a21oi_1 | 5 | 5 |
| mux2_2 | 2 | 2 |
| mux2i_1 | 2 | 2 |
| dfrtp_1 | 14 | 14 |
| or3_1 | 3 | 3 |
| nand3_1 | 4 | 4 |
| nand2_1 | 6 | 6 |
| inv_1 | 2 | 2 |
[cell families (layout without fill, tap and decap cells)]
| family | Yosys count | in the layout | synth area share, % |
|---|---|---|---|
| compound gates | 12 | 12 | 10.2 |
| simple gates | 25 | 25 | 23.6 |
| buf+inv | 2 | 10 | 1.13 |
| mux | 4 | 4 | 6.41 |
| fa+ha+maj | 1 | 1 | 1.89 |
| flops | 14 | 14 | 52.8 |
| xor+xnor | 3 | 3 | 3.96 |
[how the worst max path moves through the flow]
stage                 startpoint   to  depth (start not counted)
after global routing      cnt[1]  ff3                          4
final                     cnt[0]  ff3                          4
after CTS                 cnt[0]  ff3                          4
Power figures rest on the tool's default switching activity, not on a simulated workload.
