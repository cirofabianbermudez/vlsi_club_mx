File: design/flow/config.mk
export PLATFORM = sky130hd
export DESIGN_NAME = MUX_FIR
export DESIGN_NICKNAME = MUX_FIR
export VERILOG_FILES = /design/flow/design.v
export SDC_FILE = /design/flow/constraint.sdc
export NUM_CORES = 4
export LEC_CHECK = 1
export CORE_AREA = 10 10 70 70
export DIE_AREA = 0 0 80 80
File: design/flow/constraint.sdc
current_design MUX_FIR

set clk_period 3.1
set clk_io_pct 0.2

create_clock -name clk0 -period $clk_period

set non_clock_inputs [all_inputs -no_clocks]
set_input_delay [expr $clk_period * $clk_io_pct] -clock clk0 $non_clock_inputs
set_output_delay [expr $clk_period * $clk_io_pct] -clock clk0 [all_outputs]
File: design/flow/design.v
module MUX_FIR #(parameter bits_I = 3, bits_X = 16)( 
	input [bits_I-1:0]I,				 
	input signed [bits_X-1:0]DATTA,		 
	input [bits_X-1:0]REG1,				 
	input [bits_X-1:0]REG2,				 
	input [bits_X-1:0]REG3,				 
	input [bits_X-1:0]REG4,				 
	input [bits_X-1:0]REG5,				 
	output reg [bits_X-1:0]X 			 
	);
	always @(*)
		case (I)
			1: X = REG5;
			2: X = REG4;
			3: X = REG3;
			4: X = REG2;
			5: X = REG1;
			6: X = DATTA;
			default X = 0;
		endcase
endmodule
File: design/flow/run.sh
#!/bin/bash
# OpenROAD 26Q1-2900-gdf79404cd8, Yosys 0.63+post, stock flow scripts
make -C /OpenROAD-flow-scripts/flow DESIGN_CONFIG=/design/flow/config.mk WORK_HOME=/design/flow/orfs finish
==> reports/results.tsv <==
metric	value	unit
via count of the first global-routing pass	1289	
area share of the largest cell type after synthesis	18.0	%
detailed-route vias per instance	4.72	
die extent in y	80	microns
violation tally from detailed-route iteration zero	77	
Max-slew headroom	82.4	%
synthesized area per cell	7.83	sq um
Post-Route Utilization	63.4	%
count of yosys warnings during synthesis	1	
path category of the worst min-delay check	in -> out	
number of different library cells in the post-synthesis netlist	19	
cell type contributing the most total cell area after synthesis	mux2i_1	
Critical Path End Type	primary output	
post-detailed-route DRC marker count	0	
standard-cell row count	21	
number of clock buffers in the layout	0	
class of the most critical setup path	in -> out	
most frequent cells after synthesis	a221oi_1, mux2i_1, nand2_1	
cell chain of the critical path	clkdlybuf4s50_1 -> buf_12 -> nor2b_1 -> buf_4 -> a221oi_1 -> a31oi_1 -> clkdlybuf4s50_1	
cell occurring most often along the worst timing path	clkdlybuf4s50_1	
maximum vdd ir drop	60.2	uV
total wire length after detailed routing	4650	microns
peak per-stage delay on the critical path	500	ps
first-pass GRT wire length	6910	microns
outcome	finished clean	
number of standard cells reported by yosys	114	
number of I/O pins	115	
dominant cells by area after synthesis	mux2i_1, mux2_2, a221oi_1	
max cap viols	0	
Setup Total Neg Slack	0	ps
floorplan-stage core utilization	26.1	%
FF/Latch Area	0	sq um
global routing usage summed across all routing layers	13.2	%
count of inserted antenna diode cells	0	
origin of the worst min-delay path	DATTA[3]	
total number of vias	1308	
data required time of the worst path	2480	ps
Post-CTS Setup Bufs	0	
DR pass1 iterations	4	
Port Buffers	115	
highest clock frequency the design can meet	0.337	GHz
setup repair after global routing missed its margin	no	
P&R area growth vs syn	143	%
Setup-failing EPs final	0	
pin count of the biggest net entering global routing	38	
number of antenna violations at the first check in global routing	0	
aggregate global routing overflow	0	
routability cong.	0.803	
post-layout minimum cycle time	2970	ps
share of layout cells above drive strength 1	19.5	%
count of flip-flops and latches	0	
maximum fanout along the worst path	37	
Least-Margin Pin Slew	264	ps
CP Launch Type	input pin	
die width	80	microns
Synth Instances	114	
Final Hold Violating Endpoints	0	
power per unit of standard cell area	133	nW/um^2
leakage power figure	0.844	nW
number of pins with negative max-slew slack in the final report	0	
fillers	290	
number of nets with antenna violations after routing	0	
Core ar.	3420	sq um
critical path arrival	2350	ps
WL/cell	16.8	microns
full die area	6400	sq um
CP max stage cell	clkdlybuf4s50_1	
count of warning messages emitted by the tools	33	
ratio of final minimum period to clock period	95.7	%
detailed placer's ending HPWL	3960	microns
Seq share, synth	0	%
start point of the critical path	I[2]	
cell area after synthesis	892	sq um
Chip Area, Yosys	892	sq um
## per-stage QoR
step / hold WS (ps) / instances / area, sq um / power (W) / worst slack, ps
finish: 2180 / 277 / 2160 / 0.000289 / 132
global route: 2210 / 277 / 2160 / 0.000315 / 7.30
CTS: 2180 / 275 / 2110 / 0.000285 / 2.74
detailed placement: 2180 / 275 / 2110 / 0.000284 / 12.2
global placement: 2180 / 275 / 2110 / 0.000282 / 16.9
floorplan: 1330 / 114 / 892 / 0.0000987 / 1050
## cell families after synthesis
group / synth area share (%)
buf+inv: 11.5
simple gates: 21.7
mux: 39.0
compound gates: 27.8
## where the power goes
| part | internal (W) | switching (W) |
|---|---|---|
| sequential | 0 | 0 |
| clock | 0 | 0 |
| combinational | 0.000212 | 0.0000769 |
| total | 0.000212 | 0.0000769 |
## placed cells by master, fill, tap and decap left out, drive strengths merged
cell type	instances
clkdlybuf4s50	113
mux2i	16
nand2	16
a221oi	16
mux2	16
a31oi	15
or2	15
buf	13
nor2b	6
dlymetal6s2s	2
o22a	1
a21oi	1
clkbuf	1
## worst paths after layout
check	endpoint	slack, ps	cells past startpoint
worst max-delay path	X[15]	130	7
worst min-delay path	X[3]	2180	4
## worst max-delay path, delay by kind of cell
kind / cells / cell delay [ps]
buffers and inverters: 4 / 1270
AND/OR/NAND/NOR: 1 / 60
AND-OR/OR-AND: 2 / 370
## area by class of cell
type                       instances  area (sq um)  share of cell area (%)
multi-input combinational        102           798                    36.9
tap                               46          57.6                    2.66
timing repair buffer             129          1310                    60.5
## metal layers
layer	wire (microns)	GRT usage [%]	vias up	part of all wire, %
li1	-	-	682	-
met1	1860	16.5	582	40
met2	2450	23.0	44	53
met3	344	3.75	0	7.4
met4	0	0	0	0
met5	0	0	-	0
## what timing repair did
| item | CTS | global route |
|---|---|---|
| endpoints found under the hold margin | 0 | 0 |
| resized | 0 | 6 |
| endpoints found under the setup margin | 0 | 14 |
| hold buffers | 0 | 0 |
Power and IR drop assume default switching activity.
